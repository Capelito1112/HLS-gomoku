==> config.mk <==
export PLATFORM = sky130hd
export DESIGN_NAME = btn_handle
export DESIGN_NICKNAME = btn_handle
export VERILOG_FILES = /design/flow/design.v
export SDC_FILE = /design/flow/constraint.sdc
export NUM_CORES = 4
export LEC_CHECK = 1
export CORE_UTILIZATION = 30
==> constraint.sdc <==
current_design btn_handle

set clk_period 3.9
set clk_io_pct 0.2

create_clock -name clk0 -period $clk_period [get_ports {clk_fast}]
create_clock -name clk1 -period $clk_period [get_ports {clk_slow}]

set non_clock_inputs [all_inputs -no_clocks]
set_input_delay [expr $clk_period * $clk_io_pct] -clock clk0 $non_clock_inputs
set_output_delay [expr $clk_period * $clk_io_pct] -clock clk0 [all_outputs]
==> design.v <==
`timescale 1ns / 1ps
module btn_handle(
    input clk_fast,
    input clk_slow,
    input rst,
    input btnC, 
    input btnR, 
    input btnL, 
    input btnU,
    input btnD, 
    input inswitch,
    output left,
    output right,
    output up,
    output down,
    output center,
    output switch
    );
    wire [4:0] db;
    debouncer dbC (clk_fast, rst, btnC, db[0]);
    debouncer dbL (clk_fast, rst, btnL, db[1]);
    debouncer dbR (clk_fast, rst, btnR, db[2]);
    debouncer dbU (clk_fast, rst, btnU, db[3]);
    debouncer dbD (clk_fast, rst, btnD, db[4]);
    pulser eC (clk_slow, rst, db[0], center);
    pulser eL (clk_slow, rst, db[1], left);
    pulser eR (clk_slow, rst, db[2], right);
    pulser eU (clk_slow, rst, db[3], up);
    pulser eD (clk_slow, rst, db[4], down);
    pulser eSwitch (clk_slow, rst, db[3], switch);
endmodule
`timescale 1ns / 1ps
module debouncer(
    input clk,
    input rst,
    input in,
    output reg out
    );
  reg out_r,buffer;
  reg [15:0] count;
  always @(posedge clk or negedge rst)
    if(!rst) count <= 0;
    else count <= count + 1;
  always @(posedge clk)
    if(count==0)
      begin
        buffer <= in;
        out <= buffer;
      end
endmodule
`timescale 1ns / 1ps
module pulser(
    input       clk,
    input       rst,
    input       in,
    output out
    );
   reg r1,r2,r3;
   always @(posedge clk) begin
        r1 <= in;
        r2 <= r1;
        r3 <= r2;
    end
    assign out = r2 & ~r3;
endmodule
==> run.sh <==
#!/bin/bash
# OpenROAD 26Q1-2900-gdf79404cd8, Yosys 0.63+post, stock flow scripts
make -C /OpenROAD-flow-scripts/flow DESIGN_CONFIG=/design/flow/config.mk WORK_HOME=/design/flow/orfs finish
==> impl_metrics.ini <==
; physical design summary
[status]
status = complete, no violations

[synthesis]
postSynthCellCount = 335
yosys-stat-cells = 335
ys.flops = 105
ys_warn_count = 2
yosysUniqueCellTypes = 26
yosysChipArea_mm2 = 0.004190
postSynthAreaPerCell_um2 = 12.51
seq_area_frac_synth = 0.6211
syn_area_mm2 = 0.004190

[detailed_routing]
drc_errors = 0
wl_um = 6091
vias = 2435
ant_nets = 0
diodes = 0
avgRoutedWirePerCell_um = 11.22
drtIter0Drc = 155
first_pass_iters = 4
via_per_inst = 4.484

[cts]
cts_hold_buf = 0
cts_tree = yes
cts_resized = 0
clk_pin_slew_ns = 0.05
clock-sinks = 105
cts_setup_buffers = 0

[final_timing]
rsz0062_at_grt = no
holdWs_ns = 0.3227
setup_viol = 0
fin_worst_skew_ns = 0.006220
setup_tns_ns = 0
worst_pin_slew_ns = 0.5959
slew_violations = 0
relSlewSlack = 0.6028
hold_viol = 0

[worst_setup_path]
crit_path_end = up
slowest_delay_ns = 0.47
path_max_fanout = 2
r2r_end = dbR.out
r2r_slack_ns = 2.36
crit_path_start = eU.r2
crit_path_cell_trace = nor2b_1 -> clkdlybuf4s50_1
slowest_stage = clkdlybuf4s50_1
reg2reg_from = dbR.count[0]
endpoint_kind = primary output
cp.required_ns = 3.12
r2r_cells = 4
timing.critical_path.arrival_ns = 1.18
crit_path_start_kind = flop
worst-setup-path-type = reg2out

[grt]
met3_usage = 0.01975
grt.busiest_layer = met1
grt.met1_usage = 0.1629
grt.total_usage = 0.09868
gr-total-overflow = 0
grt_max_degree = 49
use_met2 = 0.1379
grt_pass1_wl_um = 11420
grt_pass1_vias = 2419
antenna_found_initial = 0

[floorplan]
rows = 42
initial_core_util = 0.3115
chipWidth_um = 120.2
chipArea_mm2 = 0.01444
die_h_um = 120.2
num_io_pins = 15
coreArea_mm2 = 0.01345

[power_and_ir_drop]
p_sw_w = 0.0004111
pwr-share-seq = 0.494
p_int_w = 0.001819
power_density_mw_per_mm2 = 452.6
p_sw_frac = 0.1843
p_clk_frac = 0.497
p_comb_frac = 0.010
peakVddDrop_uv = 181.4
p_leak_nw = 2.235

[worst_hold_path]
holdCritPathClass = reg2reg
worst_hold_startpoint = eD.r1

[final_layout]
drive_gt1_frac = 0.08174
num-fill-cells = 1291
area_growth_pct = 17.62

[placement]
dp_hpwl_um = 4047
port_buffers = 12
gp_congestion = 0.7893

[run]
warnings = 32
cap_violations = 0
## synthesized netlist by cell type, drive strengths merged
cell type | instances | area share
xnor2 | 43 | 0.090
xor2 | 27 | 0.056
dfrtp | 80 | 0.48
edfxtp | 10 | 0.072
nor2 | 19 | 0.017
and4 | 11 | 0.024
or2 | 1 | 0.0015
dfxtp | 15 | 0.072
nor3 | 9 | 0.012
and2 | 1 | 0.0015
nand4 | 13 | 0.027
nor2b | 5 | 0.0075
and3 | 10 | 0.016
nand3 | 26 | 0.031
inv | 15 | 0.013
nor4 | 11 | 0.020
nand2 | 23 | 0.021
nor4b | 5 | 0.010
ha | 10 | 0.030
buf | 1 | 0.0018
## worst min-delay path by stage
| stage | to | slack (ns) | cells after the start |
|---|---|---|---|
| final | eD.r2 | 0.32 | 0 |
| after global routing | eU.r2 | 0.33 | 0 |
| after CTS | eD.r2 | 0.32 | 0 |
## critical path: cells and delay by family (launching register included)
family,cells,cell delay (ns)
buf+inv,1,0.47
flops,1,0.31
simple gates,1,0.16
## stage by stage
stage | setup slack [ns] | instance area (µm²) | std cells | utilization | power [W]
finish | 1.938 | 4928 | 543 | 0.3664 | 0.002231
CTS | 1.919 | 4928 | 543 | 0.3664 | 0.002262
detailed placement | 2.159 | 4528 | 523 | 0.3366 | 0.001145
global route | 1.873 | 4928 | 543 | 0.3664 | 0.002313
global placement | 2.175 | 4528 | 523 | 0.3366 | 0.001145
floorplan | 2.562 | 4190 | 335 | - | 0.001122
## cells by family after synthesis
logic type	share of synthesized area
fa+ha+maj	0.02986
flops	0.6211
buf+inv	0.01523
simple gates	0.1875
xor+xnor	0.1463
## per-layer routing
metal | routed length, µm | vias to the layer above
met1 | 3249 | 1190
met3 | 171 | 14
met2 | 2512 | 28
met4 | 157 | 0
li1 | - | 1203
met5 | 0 | -
## power by group through the flow
stage,clock network [W],registers [W],logic [W]
4_1_cts,0.00114,0.00110,0.0000240
6_report,0.00111,0.00110,0.0000220
5_1_grt,0.00119,0.00110,0.0000269
## state kept, by name, summed over array words and instances, names as in the netlist, 16 cells and up
name	cells
dbC.count	16
dbD.count	16
dbL.count	16
dbR.count	16
dbU.count	16
## layout by cell type (no fill, tap or decap), types with 11 or more instances in the layout
master	netlist	layout
dfrtp_1	80	80
xnor2_1	43	43
xor2_1	27	27
nand3_1	26	26
nand2_1	23	23
nor2_1	19	19
inv_1	15	15
dfxtp_1	15	15
clkbuf_16	0	12
nand4_1	11	11
clkdlybuf4s50_1	0	11
## final cells by class
| class | count | area, µm² | area share |
|---|---|---|---|
| clock buffer | 14 | 317.8 | 0.06448 |
| clock inverter | 6 | 82.58 | 0.01676 |
| inverter | 15 | 56.30 | 0.01142 |
| multi-input combinational | 214 | 1524 | 0.3092 |
| sequential | 105 | 2603 | 0.5281 |
| tap | 176 | 220.2 | 0.04468 |
| timing repair buffer | 13 | 125.1 | 0.02539 |
Power and IR drop assume default switching activity.
