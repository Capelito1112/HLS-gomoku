==> ./design.v <==
`timescale 1ns / 1ps
module random_gen(
    input wire clk,               
    input wire rst,               
    input wire load,              
    input wire [31:0] seed,       
    output reg [31:0] rand_num    
    );
    always @ (posedge clk or negedge rst)
        if (!rst)
            rand_num <= 32'b0;
        else if (load)
            rand_num <= seed;
        else
            rand_num <= {rand_num[30:0],
                         rand_num[31]^rand_num[21]^rand_num[1]^rand_num[0]};
endmodule
==> ./run.sh <==
#!/bin/bash
# OpenROAD 26Q1-2900-gdf79404cd8, Yosys 0.63+post, stock flow scripts
make -C /OpenROAD-flow-scripts/flow DESIGN_CONFIG=/design/flow/config.mk WORK_HOME=/design/flow/orfs finish
==> ./config.mk <==
export PLATFORM = sky130hd
export DESIGN_NAME = random_gen
export DESIGN_NICKNAME = random_gen
export VERILOG_FILES = /design/flow/design.v
export SDC_FILE = /design/flow/constraint.sdc
export NUM_CORES = 4
export LEC_CHECK = 1
export CORE_AREA = 10 10 105 105
export DIE_AREA = 0 0 115 115
==> ./constraint.sdc <==
current_design random_gen

set clk_period 2.1
set clk_io_pct 0.2

create_clock -name clk0 -period $clk_period [get_ports {clk}]

set non_clock_inputs [all_inputs -no_clocks]
set_input_delay [expr $clk_period * $clk_io_pct] -clock clk0 $non_clock_inputs
set_output_delay [expr $clk_period * $clk_io_pct] -clock clk0 [all_outputs]
==> impl_metrics.tcl <==
# flow metrics
set metrics [dict create \
    finalSetupViolCount 0 \
    cp_slowest_cell "clkdlybuf4s50_1" \
    drc 0 \
    synth_seq_share 0.588 \
    grt_setup_unrepaired "false" \
    cts_num_sinks 32 \
    cts-root-buf "clkbuf_8" \
    track_usage 0.0536 \
    num_rows 34 \
    max_stage_delay_ns 0.51 \
    critPathTopFamily "buffers and inverters" \
    area_leaders "dfrtp_1, mux2_4, buf_12" \
    fill_cells 926 \
    utilization 0.250 \
    period_needed_ns 1.59 \
    path_max_fanout 2 \
    finalCritPeriodShare 0.759 \
    post_drt_wl_per_cell_um 14.2 \
    dpl.hpwl_mm 2.60 \
    ys_area_um2 1360 \
    largest-register "rand_num" \
    synth_area_per_cell_um2 18.9 \
    cts.clk_slew.worst_paths_ns 0.08 \
    routed_wl_mm 3.56 \
    ys.flops 32 \
    io_buffers 66 \
    first_iter_violations 17 \
    reg_top3 "rand_num (32)" \
    netlist.top_cell.by_area "dfrtp_1" \
    io_pins 67 \
    yosys_cells 72 \
    vias_per_cell 3.33 \
    synth_cells 72 \
    area_growth_pct 60.8 \
    core_area_um2 8760 \
    diodes 0 \
    path_cells "clkdlybuf4s50_1" \
    cts_buffers 5 \
    worst-path-buf-inv 1 \
    ys_types 8 \
    clock_latency_ns 0.28 \
    die-area_um2 13200 \
    hold_violations 0 \
    p_leak_nw 0.944 \
    top_cell_area_share 0.588 \
    hp-class "in2async" \
    largest_reg_flops 32 \
    fmax_ghz 0.627 \
    overflow 0 \
    ant_nets 0 \
    logic_area_um2 489 \
    regArea_um2 801 \
    warning_count 25 \
    status "completed" \
    first_pass_iters 2 \
    cts-htree-levels 2 \
    max-clock-path-buffers 2 \
    grt_antenna_before_repair 0 \
    worst_ir_drop_vdd_uv 255 \
    critPathArrivalTime_ns 1.17 \
    cts-resized-gates 0 \
    hold_buffers 0 \
    cts_tree "done" \
    die_w_um 115 \
    finalMaxSlewViolations 0 \
    maxSlewHeadroom 0.498 \
    whs_ns 0.205 \
    fp.dieH_um 115 \
    grt_pass1_vias 997 \
    tns_ns 0 \
    netlist_area_um2 1360 \
    tightest_slew_ns 0.753 \
    grt_start_max_net_pins 34 \
    postCtsSetupBuffers 0 \
    globalplace.congestion 0.654 \
    worstSetupPathType "reg2out" \
    synth_warnings 1 \
    fp_util 0.155 \
    drv_cap 0 \
    p_per_area_nw_per_um2 727 \
    fin_skew_ns 0.00941 \
    cp_data_required_time_ns 1.68 \
    grt_pass1_wl_mm 5.62 \
    vias 836 \
    start_kind "flop" \
    drive_gt1_frac 0.294 \
    critPathCaptureType "output pin" \
]
cell families after synthesis:
group	count (synthesis)	share of synthesized area
XOR/XNOR	3	0.0193
multiplexers	31	0.334
flip-flops	32	0.588
buffers and inverters	4	0.0524
AND-OR/OR-AND	1	0.00367
AND/OR/NAND/NOR	1	0.00275
stage by stage:
step / std cells / setup WS [ns] / area [µm²] / total power, W
4_1_cts: 251 / 0.436 / 2190 / 0.00164
3_5_place_dp: 243 / 0.780 / 2100 / 0.00111
2_1_floorplan: 72 / 1.01 / 1360 / 0.000873
6_report: 251 / 0.505 / 2190 / 0.00159
3_3_place_gp: 243 / 0.766 / 2100 / 0.00111
5_1_grt: 251 / 0.404 / 2190 / 0.00170
cell usage in the layout, fill, tap and decap left out:
cell type and n:
dfrtp_1 32, o21ai_0 1, nand2_1 1, mux2_2 3, clkdlybuf4s50_1 64, buf_12 1
xnor2_1 3, buf_2 2, clkbuf_8 6, clkinv_2 2, mux2_4 28
where the power goes:
group          internal (W)  switching (W)
Combinational      0.000279      0.0000783
Sequential         0.000687      0.0000447
Clock              0.000262       0.000241
metal layers:
metal / up-vias / routed length (µm) / GRT usage
met1: 398 / 1620 / 0.0727
met2: 51 / 1320 / 0.0683
met3: 2 / 606 / 0.0417
met5: - / 0 / 0
met4: 0 / 8 / 0.00413
li1: 385 / - / -
worst paths after layout:
kind	start	endpoint	slack, ns	depth (start not counted)
setup / recovery	rand_num[29]	rand_num[29]	0.51	1
hold / removal	rst	rand_num[0]	0.20	1
setup reg to reg	rand_num[0]	rand_num[0]	1.15	3
hold reg to reg	rand_num[27]	rand_num[28]	0.50	1
max in group asynchronous	rst	rand_num[15]	1.41	1
min in group clk0	rand_num[27]	rand_num[28]	0.50	1
Yosys cell counts (all sizes together):
master and n:
mux2 31, dfrtp 32, o21ai 1, xnor2 3, buf 4, nand2 1
layout make-up:
class,instances,area share
clock buffers,6,0.0377
clock inverters,2,0.00457
multi-input cells,36,0.224
flip-flops and latches,32,0.366
well taps,108,0.0617
repair buffers,67,0.306
Power and IR drop assume default switching activity.
